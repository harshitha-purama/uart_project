File: design/flow/design.v
`timescale 1ns/1ps
module fifo #(
    parameter DATA_WIDTH = 8,
    parameter DEPTH = 16,
    parameter ADDR_WIDTH = 4
)(
    input clk,
    input rst_n,
    input wr_en,
    input rd_en,
    input [DATA_WIDTH-1:0] din,
    output reg [DATA_WIDTH-1:0] dout,
    output full,
    output empty
);
    reg [DATA_WIDTH-1:0] mem [0:DEPTH-1];
    reg [ADDR_WIDTH-1:0] wr_ptr, rd_ptr;
    reg [ADDR_WIDTH:0] count;
    assign full = (count == DEPTH);
    assign empty = (count == 0);
    always @(posedge clk or negedge rst_n) begin
        if (!rst_n) begin
            wr_ptr <= 0;
            rd_ptr <= 0;
            count <= 0;
            dout <= 0;
        end else begin
            if (wr_en && !full) begin
                mem[wr_ptr] <= din;
                wr_ptr <= wr_ptr + 1;
                count <= count + 1;
            end
            if (rd_en && !empty) begin
                dout <= mem[rd_ptr];
                rd_ptr <= rd_ptr + 1;
                count <= count - 1;
            end
        end
    end
endmodule
File: design/flow/constraint.sdc
current_design fifo

set clk_period 4.5
set clk_io_pct 0.2

create_clock -name clk0 -period $clk_period [get_ports {clk}]

set non_clock_inputs [all_inputs -no_clocks]
set_input_delay [expr $clk_period * $clk_io_pct] -clock clk0 $non_clock_inputs
set_output_delay [expr $clk_period * $clk_io_pct] -clock clk0 [all_outputs]
File: design/flow/config.mk
export PLATFORM = sky130hd
export DESIGN_NAME = fifo
export DESIGN_NICKNAME = fifo
export VERILOG_FILES = /design/flow/design.v
export SDC_FILE = /design/flow/constraint.sdc
export NUM_CORES = 4
export LEC_CHECK = 1
export CORE_UTILIZATION = 50
File: design/flow/run.sh
#!/bin/bash
# OpenROAD 26Q1-2900-gdf79404cd8, Yosys 0.63+post, stock flow scripts
make -C /OpenROAD-flow-scripts/flow DESIGN_CONFIG=/design/flow/config.mk WORK_HOME=/design/flow/orfs finish
==> flow_metrics.py <==
# Auto-generated metrics
metrics = {
    "yosys": {
        "ys_async_sr_fraction_pct": 14.1,
        "ys_warn_count": 2,
        "synthCells": 414,
        "ys.flops": 149,
        "syn_area_sq_mm": 0.00613,
        "yosys_area_sq_mm": 0.00613,
        "yosys-stat-cells": 414,
        "syn_area_per_cell_sq_um": 14.8,
        "ys_seq_share_pct": 71.3,
        "synth-main-ff-cell": "edfxtp_1",
        "synth_cell_type_count": 52,
        "edf_count": 128,
    },
    "power": {
        "total_leakage_power_uw": 0.00245,
        "power_density_mw_per_mm2": 644,
        "p_total_uw": 4600,
        "peakVddDrop_v": 0.000322,
    },
    "global_route": {
        "grt-ovfl-total": 0,
        "grt_pass1_vias": 3787,
        "antenna_found_initial": 0,
        "grt_use_total_pct": 26.1,
        "grt_pass1_wl_um": 21700,
        "grt_max_degree": 39,
    },
    "final_layout": {
        "regArea_sq_mm": 0.00437,
        "area_growth_pct": 16.6,
        "mi_logic_area_sq_mm": 0.00162,
        "layout_top_cell": "edfxtp_1",
        "mostFrequentLayoutCells": "128 x edfxtp_1, 21 x nand2_1, 21 x dfrtp_1, 21 x clkdlybuf4s50_1, 21 x buf_4",
        "final_area_sq_mm": 0.00715,
        "final_cells": 609,
        "nFillCells": 904,
        "drive_gt1_share_pct": 13.0,
    },
    "final_timing": {
        "period_used_pct": 64.0,
        "grt_setup_unrepaired": "false",
        "clock_skew_ns": 0.00647,
        "finalSetupTns_ns": 0,
        "layout_min_cycle_time_ns": 2.88,
        "max_slew_margin_pct": 41.3,
        "fmax_mhz": 347,
        "finalSetupViolations": 0,
        "finalWorstSetupSlack_ns": 1.62,
        "worstMarginPinSlew_ns": 0.858,
        "hold_violations": 0,
        "report.final.slew_viol_count": 0,
    },
    "drt": {
        "drc_errors": 0,
        "antenna_cells": 0,
        "wl_per_cell_um": 23.4,
        "drtIter0Drc": 285,
        "vias": 3669,
        "ant_nets": 0,
        "dr.pass1.iters": 5,
        "routed_wl_um": 14200,
        "vias_per_cell": 6.02,
    },
    "run": {
        "maxCapViolations": 0,
        "log.warning_count": 31,
    },
    "placed_design": {
        "postPlaceCellArea_sq_mm": 0.00658,
        "pre_cts_ws_ns": 1.22,
        "dp_hpwl_um": 9100,
        "place.gp.congestion": 0.912,
        "port-buffer-count": 21,
        "post-place-cells": 577,
    },
    "worst_setup_path": {
        "arrival_ns": 1.98,
        "slowest_stage": "or4_4",
        "required_ns": 3.60,
        "critPathCaptureType": "primary output",
        "critical_path_buf_inv_count": 1,
        "cp-start-kind": "register",
        "ff2ff_setup_slack_ns": 1.67,
        "crit_fanout": 5,
        "max_stage_delay_ns": 0.58,
        "path_delay_family": "simple AND/OR/NAND/NOR gates",
        "r2r-end": "dout[7]$_DFFE_PN0P_",
        "ff2ff_path_depth": 6,
        "timing.rr.start": "rd_ptr[0]$_DFFE_PN0P_",
        "path_cells": "or4_4 -> nor2_1 -> clkdlybuf4s50_1",
        "crit_type": "register to primary output",
    },
    "cts": {
        "clkSinkCount": 149,
        "cts_inserted_buffers": 17,
        "root_buffer": "clkbuf_16",
        "cts_tree": "done",
        "h-tree-depth": 4,
        "insertion_delay_ns": 0.41,
        "cts_setup_buffers": 0,
        "clk_pin_slew_ns": 0.06,
        "clockBufferDepth": 2,
        "hold_buffers": 0,
        "ctsResizeCount": 0,
    },
    "floorplanning": {
        "die_w_um": 113,
        "ioPinCount": 22,
        "die_h_um": 113,
        "placementRows": 40,
        "fp-utilization_pct": 51.2,
        "core_sq_mm": 0.0120,
        "die-area_sq_mm": 0.0127,
    },
    "hold_path": {
        "hold_class": "register to register",
        "worstHoldPathCells": 2,
        "hp-start": "dout[5]$_DFFE_PN0P_",
        "holdPathEnd": "dout[5]$_DFFE_PN0P_",
    },
    "run_status": {
        "status": "complete, no violations",
    },
}
-- tightest hold or removal path: cells and delay by family, from the launching register on --
kind            cells  cell delay [ns]
flops               1             0.35
compound gates      1             0.07
simple gates        1             0.05
-- area by class of cell --
type / count / area share [%]
sequential: 149 / 61.1
timing repair buffer: 42 / 5.15
multi-input combinational: 229 / 22.6
inverter: 10 / 0.560
tap: 147 / 2.57
clock inverter: 7 / 0.578
clock buffer: 25 / 7.39
-- cell usage after synthesis, types with 3 or more instances --
master	count	area share (%)
edfxtp_1	128	63
dfrtp_1	21	8.6
nand2_1	21	1.3
a22oi_1	20	2.5
nor2_1	20	1.2
a21oi_1	19	1.6
clkbuf_1	18	1.1
mux2i_1	14	2.3
o21ai_0	13	1.1
ha_1	11	2.2
a2111oi_0	9	1.3
a211oi_1	9	1.1
a221oi_1	8	1.1
inv_1	8	0.49
nand3_1	8	0.65
xnor2_1	8	1.1
nand3b_1	7	0.86
nor3_1	7	0.57
a222oi_1	6	0.98
buf_1	5	0.31
nand2b_1	5	0.51
a311oi_1	4	0.57
and3_1	4	0.41
a31oi_1	3	0.31
and2_1	3	0.31
buf_2	3	0.25
or3b_2	3	0.43
-- power by group --
group	switching [uW]	internal [uW]	total [uW]
Sequential	115	1660	1780
Clock	512	811	1320
Combinational	920	578	1500
-- layer usage --
layer  vias up  track usage (%)  part of all wire [%]
li1       1695                -                     -
met1      1786             39.3                    39
met4         0             4.62                   2.0
met5         -                0                     0
met2       167             38.0                    47
met3        21             13.8                    12
-- sequential cells by signal, indices dropped and copies added (netlist names) --
register / count
mem: 128
dout: 8
count: 5
rd_ptr: 4
wr_ptr: 4
-- cell families after synthesis --
kind of cell	count (synthesis)	synth area share (%)
AND/OR/NAND/NOR	87	7.39
buffers and inverters	36	2.31
multiplexers	16	2.72
flip-flops	149	71.3
XOR/XNOR	9	1.29
adder cells (fa/ha/maj)	12	2.57
AND-OR/OR-AND	105	12.4
-- worst max-delay path by stage --
stage	startpoint	endpoint	cells after the start	slack, ns
6_report	count[1]$_DFFE_PN0P_	empty	3	1.62
5_1_grt	wr_en	mem[9][3]$_DFFE_PP_	4	1.50
4_1_cts	count[1]$_DFFE_PN0P_	empty	3	1.61
-- metrics by stage --
step	hold slack, ns	util [%]
floorplan	0.426	-
global route	0.541	59.7
finish	0.500	59.7
detailed placement	0.477	55.0
global placement	0.477	55.0
CTS	0.493	59.7
Power figures rest on the tool's default switching activity, not on a simulated workload.
