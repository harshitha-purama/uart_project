$ cat design.v
`timescale 1ns/1ps
module uart_config_reg(
    input clk,
    input rst_n,
    input wr_en,
    input [1:0] addr,
    input [31:0] wr_data,
    output reg [31:0] rd_data,
    output reg [31:0] baud_rate,
    output reg parity_en,
    output reg parity_odd,
    output reg [1:0] stop_bits
);
    localparam ADDR_BAUD      = 2'd0;
    localparam ADDR_PARITY    = 2'd1;
    localparam ADDR_STOP_BITS = 2'd2;
    always @(posedge clk or negedge rst_n) begin
        if (!rst_n) begin
            baud_rate <= 115200;
            parity_en <= 0;
            parity_odd <= 0;
            stop_bits <= 1;
        end else if (wr_en) begin
            case (addr)
                ADDR_BAUD:      baud_rate <= wr_data;
                ADDR_PARITY:    begin
                                    parity_en <= wr_data[0];
                                    parity_odd <= wr_data[1];
                                end
                ADDR_STOP_BITS: stop_bits <= wr_data[1:0];
            endcase
        end
    end
    always @(*) begin
        case (addr)
            ADDR_BAUD:      rd_data = baud_rate;
            ADDR_PARITY:    rd_data = {30'd0, parity_odd, parity_en};
            ADDR_STOP_BITS: rd_data = {30'd0, stop_bits};
            default:        rd_data = 32'd0;
        endcase
    end
endmodule
$ cat run.sh
#!/bin/bash
# OpenROAD 26Q1-2900-gdf79404cd8, Yosys 0.63+post, stock flow scripts
make -C /OpenROAD-flow-scripts/flow DESIGN_CONFIG=/design/flow/config.mk WORK_HOME=/design/flow/orfs finish
$ cat config.mk
export PLATFORM = sky130hd
export DESIGN_NAME = uart_config_reg
export DESIGN_NICKNAME = uart_config_reg
export VERILOG_FILES = /design/flow/design.v
export SDC_FILE = /design/flow/constraint.sdc
export NUM_CORES = 4
export LEC_CHECK = 1
export CORE_UTILIZATION = 40
$ cat constraint.sdc
current_design uart_config_reg

set clk_period 3.3
set clk_io_pct 0.2

create_clock -name clk0 -period $clk_period [get_ports {clk}]

set non_clock_inputs [all_inputs -no_clocks]
set_input_delay [expr $clk_period * $clk_io_pct] -clock clk0 $non_clock_inputs
set_output_delay [expr $clk_period * $clk_io_pct] -clock clk0 [all_outputs]
==> results.json <==
{
  "max_stage_delay_ns": 0.54,
  "clock_skew_ns": 0,
  "synth_cell_types": 13,
  "ios": 105,
  "track_usage_pct": 19.3,
  "wl_um": 3810,
  "fmax_mhz": 347,
  "cts_root_buf": "clkbuf_8",
  "cts_setup_buffers": 0,
  "tritoncts": "yes",
  "layout_min_cycle_time_ns": 2.88,
  "cap_violations": 0,
  "setup_viol_count_final": 0,
  "p_leak_nw": 1.13,
  "avgSynthCellArea_um2": 13.9,
  "rsz0062_at_grt": "false",
  "initCoreUtil_pct": 43.1,
  "logic_family": "multiplexers",
  "clockPowerShare_pct": 22.6,
  "ant_nets": 0,
  "yosysCellCount": 118,
  "vdd_drop_max_v": 0.000276,
  "critical-path-slowest-cell": "clkdlybuf4s50_1",
  "path_common_cell": "clkdlybuf4s50_1",
  "path_cells": "clkdlybuf4s50_1 -> nor2_1 -> buf_4 -> and2_1 -> clkdlybuf4s50_1",
  "yosysChipArea_um2": 1640,
  "register_area_um2": 907,
  "final_cell_mix": "clkdlybuf4s50_1, mux2_2, dfrtp_1",
  "rows": 22,
  "drive_gt1_share_pct": 22.5,
  "vias": 1302,
  "top_area_cell": "dfrtp_1",
  "slew_viol_final": 0,
  "yosysWarnings": 1,
  "htreeDepth": 2,
  "crit_type": "primary input to primary output",
  "cts.path.max_buffers": 2,
  "grt_start_max_net_pins": 37,
  "firstDrtPassIters": 2,
  "crit_fanout": 15,
  "finalPower_mw": 1.25,
  "period_used_pct": 87.3,
  "startpoint_type": "primary input",
  "seqPwrFrac_pct": 47.7,
  "power.density_nw_per_um2": 446,
  "antennaDiodeCount": 0,
  "top_cell_area_share_pct": 47.4,
  "core_area_um2": 3800,
  "via_per_inst": 4.73,
  "swShare_pct": 21.2,
  "mux_share_pct": 26.0,
  "cts_hold_buf": 0,
  "antenna_found_initial": 0,
  "hold_viol": 0,
  "power.switching_uw": 264,
  "grt_first_pass_wirelength_um": 6150,
  "area_growth_syn_to_layout_pct": 70.4,
  "grt_overflow": 0,
  "compound_area_share_pct": 1.07,
  "cts_made_buffers": 5,
  "clock_latency_ns": 0.28,
  "wl_per_cell_um": 13.9,
  "ctsResizeCount": 0,
  "die-area_um2": 4350,
  "die_width_um": 66.0,
  "drt_iter0_drc": 40,
  "worst_ep_required_time_ns": 2.64,
  "adder_share_pct": 0,
  "synthesis.instances": 118,
  "syn_area_um2": 1640,
  "top_cells_by_area": "dfrtp_1, mux2_2, and2_1",
  "gp_congestion": 0.811,
  "fillers": 238,
  "ys.flops": 36,
  "openroad.warnings": 26,
  "port_buffers": 104,
  "clock_sinks": 36,
  "ys_sh_simple_pct": 14.1,
  "tightest_slew_ns": 0.444,
  "relSlewSlack_pct": 70.4,
  "worst_setup_path_end_kind": "primary output",
  "final_common_cell": "clkdlybuf4s50_1",
  "finalSetupTns_ns": 0,
  "die_h_um": 66.0,
  "xor_share_pct": 0,
  "min_path_type": "primary input to async pin",
  "grt_pass1_vias": 1366,
  "status": "finished clean",
  "dp_hpwl_um": 2800,
  "path_clk_slew_ns": 0.06,
  "reg2reg_slack_ns": 2.51,
  "arrival_ns": 2.22,
  "remaining_drc_errors": 0,
  "power.internal_uw": 981,
  "ys_seq_share_pct": 55.4,
  "p_comb_share_pct": 29.7,
  "mi_logic_area_um2": 674
}
==> layout make-up <==
type	count	share of cell area (%)
clock buffer	7	2.73
tap	48	2.15
multi-input combinational	75	24.2
timing repair buffer	109	38.5
sequential	36	32.5
==> stage by stage <==
stage               utilization, %  cell area, um2  std cells  worst slack (ns)  hold slack (ns)
CTS                           73.5            2790        275             0.420            0.418
finish                        73.5            2790        275             0.418            0.403
floorplan                        -            1640        118              1.41            0.364
detailed placement            71.5            2720        268             0.424            0.504
global placement              71.5            2720        268             0.458            0.484
global route                  73.5            2790        275             0.323            0.441
==> cell usage after synthesis <==
cell,n
dfrtp_1,31
mux2_1,2
dfstp_2,5
nor2b_1,1
mux2_2,34
mux2i_1,2
o2bb2ai_1,2
buf_6,4
nor2_1,1
and2_1,30
nand3b_1,2
nor3b_4,1
clkbuf_1,3
==> worst max-delay path: cells and delay by family <==
| family | cells | cell delay, ns |
|---|---|---|
| buffers and inverters | 3 | 1.20 |
| and+or+nand+nor | 2 | 0.35 |
==> registers in the layout, summed over array words and instances, names as in the netlist <==
name        cells
baud_rate      32
stop_bits       2
parity_en       1
parity_odd      1
==> power by group through the flow <==
stage / combinational [mW] / clock (mW) / sequential [mW]
4_1_cts: 0.376 / 0.295 / 0.596
5_1_grt: 0.405 / 0.316 / 0.606
6_report: 0.370 / 0.281 / 0.594
==> routing by layer <==
metal,global-route usage [%],vias to the layer above,share of wire [%]
met5,0,-,0
met4,1.86,0,1.2
met3,6.12,5,8.7
met2,31.5,54,48
met1,27.0,624,42
li1,-,619,-
==> final timing paths <==
kind	from	end	cells after the start
setup / recovery	addr[1]	rd_data[29]	5
hold / removal	rst_n	parity_en	2
setup reg to reg	baud_rate[31]	baud_rate[31]	1
hold reg to reg	baud_rate[24]	baud_rate[24]	1
max in group asynchronous	rst_n	baud_rate[9]	2
min in group clk0	baud_rate[24]	baud_rate[24]	1
==> kinds of logic (layout without fill, tap and decap cells) <==
| family | Yosys count | after routing |
|---|---|---|
| flip-flops | 36 | 36 |
| AND/OR/NAND/NOR | 35 | 35 |
| AND-OR/OR-AND | 2 | 2 |
| buffers and inverters | 7 | 116 |
| multiplexers | 38 | 38 |
No activity file was given, so power comes from the tool's default toggle rates.
