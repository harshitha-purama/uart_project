==> flow/design.v <==
`timescale 1ns / 1ps
module uart_rx #(
    parameter DATA_BITS = 8,
    parameter STOP_BITS = 1,
    parameter BAUD_PERIOD = 434   
)(
    input clk,
    input rst_n,
    input rx_line,
    input parity_en,
    input parity_odd,
    output reg fifo_wr_en,
    output reg [DATA_BITS-1:0] fifo_din,
    output reg parity_error,
    output reg framing_error
);
    localparam IDLE          = 3'd0;
    localparam START_BIT     = 3'd1;
    localparam DATA_BITS_ST  = 3'd2;
    localparam PARITY_BIT_ST = 3'd3;
    localparam STOP_BITS_ST  = 3'd4;
    reg [2:0] state = IDLE;
    reg [9:0] baud_counter = 0;
    reg [3:0] bit_index = 0;
    reg [DATA_BITS-1:0] shift_reg = 0;
    reg [1:0] stop_bit_count = 0;
    reg parity_bit_calc;
    wire sample_point = (baud_counter == (BAUD_PERIOD >> 1));
    always @(posedge clk or negedge rst_n) begin
        if (!rst_n) begin
            state <= IDLE;
            baud_counter <= 0;
            bit_index <= 0;
            shift_reg <= 0;
            fifo_wr_en <= 0;
            stop_bit_count <= 0;
            parity_error <= 0;
            framing_error <= 0;
            fifo_din <= 0;
        end else begin
            fifo_wr_en <= 0;
            case(state)
                IDLE: begin
                    parity_error <= 0;
                    framing_error <= 0;
                    baud_counter <= 0;
                    bit_index <= 0;
                    stop_bit_count <= 0;
                    if (~rx_line) begin
                        state <= START_BIT;
                        baud_counter <= 0;
                    end
                end
                START_BIT: begin
                    baud_counter <= baud_counter + 1;
                    if (sample_point) begin
                        if (rx_line == 1'b0) begin
                            baud_counter <= 0;
                            bit_index <= 0;
                            state <= DATA_BITS_ST;
                        end else begin
                            state <= IDLE;
                        end
                    end
                    if (baud_counter == BAUD_PERIOD - 1)
                        baud_counter <= 0;
                end
                DATA_BITS_ST: begin
                    baud_counter <= baud_counter + 1;
                    if (sample_point) begin
                        shift_reg[bit_index] <= rx_line;
                        bit_index <= bit_index + 1;
                        if (bit_index == DATA_BITS - 1) begin
                            state <= parity_en ? PARITY_BIT_ST : STOP_BITS_ST;
                            baud_counter <= 0;
                        end
                    end
                    if (baud_counter == BAUD_PERIOD - 1)
                        baud_counter <= 0;
                end
                PARITY_BIT_ST: begin
                    baud_counter <= baud_counter + 1;
                    if (sample_point) begin
                        parity_bit_calc = ^shift_reg;
                        if (parity_odd)
                            parity_bit_calc = ~parity_bit_calc;
                        parity_error <= (rx_line != parity_bit_calc);
                        state <= STOP_BITS_ST;
                        stop_bit_count <= 0;
                        baud_counter <= 0;
                    end
                    if (baud_counter == BAUD_PERIOD - 1)
                        baud_counter <= 0;
                end
                STOP_BITS_ST: begin
                    baud_counter <= baud_counter + 1;
                    if (sample_point) begin
                        if (rx_line != 1'b1)
                            framing_error <= 1'b1;
                        if (stop_bit_count == STOP_BITS - 1) begin
                            fifo_wr_en <= 1'b1;
                            fifo_din <= shift_reg;
                            state <= IDLE;
                            baud_counter <= 0;
                        end else begin
                            stop_bit_count <= stop_bit_count + 1;
                        end
                    end
                    if (baud_counter == BAUD_PERIOD - 1)
                        baud_counter <= 0;
                end
                default: state <= IDLE;
            endcase
        end
    end
endmodule
==> flow/run.sh <==
#!/bin/bash
# OpenROAD 26Q1-2900-gdf79404cd8, Yosys 0.63+post, stock flow scripts
make -C /OpenROAD-flow-scripts/flow DESIGN_CONFIG=/design/flow/config.mk WORK_HOME=/design/flow/orfs finish
==> flow/config.mk <==
export PLATFORM = sky130hd
export DESIGN_NAME = uart_rx
export DESIGN_NICKNAME = uart_rx
export VERILOG_FILES = /design/flow/design.v
export SDC_FILE = /design/flow/constraint.sdc
export NUM_CORES = 4
export LEC_CHECK = 1
export CORE_UTILIZATION = 30
==> flow/constraint.sdc <==
current_design uart_rx

set clk_period 3.6
set clk_io_pct 0.2

create_clock -name clk0 -period $clk_period [get_ports {clk}]

set non_clock_inputs [all_inputs -no_clocks]
set_input_delay [expr $clk_period * $clk_io_pct] -clock clk0 $non_clock_inputs
set_output_delay [expr $clk_period * $clk_io_pct] -clock clk0 [all_outputs]
==> README.md <==
| Quantity | This run | Unit |
|:---|:---|:---|
| Area of the core region | 0.00725 | mm2 |
| Result of the run | complete, no violations | - |
| Element type at the critical path start | flop | - |
| Clock latency at the later pin of the worst-skew pair | 0.29 | ns |
| Kind of critical path | flop to flop | - |
| Final core utilization | 36.2 | % |
| Cts repair resizes | 0 | - |
| Reg2Reg Setup Slack | 1.15 | ns |
| Number of antenna violations at the first check in global routing | 0 | - |
| Max FFs per register | 10 | - |
| Worst-path maximum fanout | 8 | - |
| Number of antenna cells inserted | 0 | - |
| Num Clock Sinks | 38 | - |
| Syn_area_per_cell | 9.56 | um2 |
| Total negative slack for setup checks | 0 | ns |
| Weighted congestion reported at the end of routability-driven placement | 0.886 | - |
| Leakage power of the design | 1.10 | nW |
| Gr usage total | 12.8 | % |
| Proportion of register bits with asynchronous set or reset after synthesis | 100 | % |
| Die x size | 88.7 | um |
| Achievable clock frequency | 408 | MHz |
| Number of DRC markers in iteration 0 | 93 | - |
| Pre-Repair DR Iteration Count | 4 | - |
| Synth cell types | 50 | - |
| Chip height | 88.7 | um |
| Number of max-capacitance violations reported | 0 | - |
| Post-synth regs | 38 | - |
| Number of warnings issued by yosys | 1 | - |
| Master cell of the clock root buffer | clkbuf_8 | - |
| Vias per cell | 5.19 | - |
| Unrepaired setup endpoints after global routing | no | - |
| Final cell area excluding filler cells | 0.00263 | mm2 |
| Netlist area before placement | 0.00226 | mm2 |
| Relative slew slack | 56.8 | % |
| Worst path max stage delay | 0.49 | ns |
| First-pass GRT wire length | 7.97 | mm |
| Signal arrival time at the worst endpoint | 2.63 | ns |
| Layout cells sized above 1 | 12.9 | % |
| Post-synth area from yosys stat | 0.00226 | mm2 |
| Cell Pwr Density | 346 | mW/mm2 |
| Share of the clock period used by the worst path | 68.0 | % |
| Filler instances | 730 | - |
| Worst-case hold slack | 0.468 | ns |
| Dpl cell area | 0.00248 | mm2 |
| Maximum vdd ir drop | 0.213 | mV |
| Critical R2R Capture | fifo_din[7]$_DFFE_PN0P_ | - |
| Final setup fails | 0 | - |
| Worst Setup End Kind | flop | - |
| Required time at the worst-slack endpoint | 3.78 | ns |
| DRC violations left | 0 | - |
| Logic depth of the worst register-to-register path | 6 | - |
| Fp_density | 31.1 | % |
| Via count of the first global-routing pass | 1664 | - |
| Area of the die | 0.00787 | mm2 |
| Top FF cell, synth | dfrtp_1 | - |
| Min-delay worst type | input port to asynchronous set/reset pin | - |
| CTS hold repair buffers | 0 | - |
| Number of max-slew violations in the final report | 0 | - |
| Cell with the largest stage delay on the worst path | and4_1 | - |
| Routed wire per std cell | 13.3 | um |
| Final tally of hold violations | 0 | - |
| Count of flip-flops with a built-in enable after synthesis | 0 | - |
| Synthesis-to-layout area growth | 16.4 | % |
| Number of port buffers | 15 | - |
| Crit path cell chain | inv_1 > ha_1 > or3b_4 > nor3_4 > and4_1 > mux2_2 | - |
| Clock-pin slew on the worst setup and hold paths | 0.08 | ns |
| Detailed-route wire length | 4.60 | mm |
| Logic area | 0.00122 | mm2 |
| I/O pin count | 16 | - |
| Cells in synth_stat.txt | 236 | - |
| Sum of overflow across all layers after global routing | 0 | - |
| TritonCTS Buffers | 5 | - |
| Final HPWL DP | 3.24 | mm |
| Setup slack after placement | 0.905 | ns |
| Sequential fraction of the synthesis area | 42.2 | % |
| Total vias in the final route | 1800 | - |
| Worst reg2reg startpoint | baud_counter[1]$_DFFE_PN0P_ | - |
| Count of warning messages emitted by the tools | 30 | - |
| Remaining antenna violation count after routing | 0 | - |
| Worst slew pin tran | 0.646 | ns |
| Buffer depth of the longest clock path | 2 | - |
| Smallest setup slack after layout | 1.15 | ns |
| Largest net degree at the start of global routing | 39 | - |
| Register area | 951 | um2 |
| Post-Synthesis Cells | 236 | - |
| Buffers inserted during post-CTS setup optimization | 0 | - |
| Setup Skew | 0.00462 | ns |
| Min cycle time layout | 2.45 | ns |
| Count of H-tree levels built during CTS | 2 | - |
| Site Rows | 31 | - |
| Clock tree from TritonCTS | done | - |
==> placed cells by master (no fill, tap or decap), drive strengths merged, types with 8 or more instances in the layout <==
cell type      synthesis  layout
clkdlybuf4s50          0      14
nand2                 25      25
inv                   10      10
nor2                  17      17
mux2                  11      11
o21ai                 14      14
xnor2                  9       9
nand3                 12      12
dfrtp                 38      38
ha                     8       8
==> worst max-delay path by stage <==
| stage | cells after the start | to | startpoint | slack, ns |
|---|---|---|---|---|
| CTS | 6 | fifo_din[7]$_DFFE_PN0P_ | baud_counter[1]$_DFFE_PN0P_ | 1.17 |
| global route | 6 | baud_counter[4]$_DFFE_PN0P_ | rx_line | 1.03 |
| finish | 6 | fifo_din[7]$_DFFE_PN0P_ | baud_counter[1]$_DFFE_PN0P_ | 1.15 |
==> cells in the mapped netlist, types with 2 or more instances <==
master	number	area, um2
o21ai_0	11	55.1
inv_1	10	37.5
buf_2	4	20.0
o2bb2ai_1	6	52.6
a21o_1	3	22.5
or2_2	3	18.8
a32o_1	3	30.0
nor3_1	5	25.0
and2_1	3	18.8
a21oi_1	4	20.0
mux2_2	11	124
o41ai_1	5	43.8
and4_1	3	26.3
dfrtp_1	38	951
nand2b_1	6	37.5
xnor2_1	9	78.8
nand4_1	6	37.5
clkbuf_1	7	26.3
nand2_1	24	90.1
nor3b_1	3	22.5
mux2i_1	2	20.0
o21ai_1	3	15.0
o22ai_1	2	12.5
nor4_1	3	18.8
nor2_1	17	63.8
o31a_1	2	17.5
nand3_1	12	60.1
ha_1	8	100
o31ai_1	2	15.0
==> report_power, final <==
part	internal (mW)	total (mW)	leakage, nW	switching [mW]
Sequential	0.427	0.429	0.481	0.00118
Clock	0.296	0.454	0.0714	0.159
Combinational	0.0104	0.0257	0.543	0.0153
Total	0.734	0.909	1.10	0.175
==> cell type report <==
cell class / instances / share of cell area (%)
tap: 99 / 4.72
timing repair buffer: 16 / 5.82
multi-input combinational: 176 / 46.4
inverter: 10 / 1.43
clock buffer: 6 / 3.15
clock inverter: 2 / 2.29
sequential: 38 / 36.2
==> per-layer routing <==
layer / GRT usage [%] / wire length, um / up-vias
met5: 0 / 0 / -
met4: 0.733 / 8 / 0
met3: 1.89 / 132 / 2
met2: 19.5 / 2130 / 27
met1: 20.7 / 2330 / 879
li1: - / - / 892
==> per-stage QoR <==
step / total power, mW / cells
3_5_place_dp: 0.464 / 339
2_1_floorplan: 0.449 / 236
4_1_cts: 0.919 / 347
6_report: 0.909 / 347
3_3_place_gp: 0.464 / 339
5_1_grt: 0.938 / 347
==> cells by family after synthesis <==
family	share of synthesized area [%]
buffers and inverters	3.88
and+or+nand+nor	22.1
muxes	6.38
DFF	42.2
AOI/OAI and AO/OA	17.6
adders and majority gates	4.44
xor gates and xnor gates	3.49
==> critical path: cells and delay by family (launching register included) <==
family | cells | cell delay, ns
mux | 1 | 0.38
fa+ha+maj | 1 | 0.18
buf+inv | 1 | 0.08
flops | 1 | 0.39
simple gates | 3 | 1.30
No activity file was given, so power comes from the tool's default toggle rates.
